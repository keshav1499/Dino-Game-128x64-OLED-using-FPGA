===== /design/flow/design.v =====
module jump_controller (
  input wire clk,        
  input wire btn1,       
  input wire gameon,
  output reg jumpOffset  
);
  parameter JUMP_DURATION = 32'd19_500_000;
  reg [31:0] jumpCounter = 0;
  reg jumping = 0;
  reg prevbtn1 = 1'b1;
  wire btn1pressed = (prevbtn1 == 1'b1) && (btn1 == 1'b0);
  always @(posedge clk) begin
   prevbtn1 <= btn1;
  end
  always @(posedge clk) begin
    if (!jumping && btn1pressed && gameon) begin
      jumping <= 1;            
      jumpCounter <= 0;        
      jumpOffset <= 1;         
    end
    else if (jumping) begin
      if (jumpCounter < JUMP_DURATION) begin
        jumpCounter <= jumpCounter + 1;  
        jumpOffset <= 1;                 
      end else begin
        jumping <= 0;        
        jumpOffset <= 0;     
      end
    end
    else begin
      jumpOffset <= 0;  
    end
  end
endmodule

===== /design/flow/run.sh =====
#!/bin/bash
# OpenROAD 26Q1-2900-gdf79404cd8, Yosys 0.63+post, stock flow scripts
make -C /OpenROAD-flow-scripts/flow DESIGN_CONFIG=/design/flow/config.mk WORK_HOME=/design/flow/orfs finish

===== /design/flow/config.mk =====
export PLATFORM = sky130hd
export DESIGN_NAME = jump_controller
export DESIGN_NICKNAME = jump_controller
export VERILOG_FILES = /design/flow/design.v
export SDC_FILE = /design/flow/constraint.sdc
export NUM_CORES = 4
export LEC_CHECK = 1
export CORE_AREA = 10 10 97 97
export DIE_AREA = 0 0 107 107

===== /design/flow/constraint.sdc =====
current_design jump_controller

set clk_period 5.2
set clk_io_pct 0.2

create_clock -name clk0 -period $clk_period [get_ports {clk}]

set non_clock_inputs [all_inputs -no_clocks]
set_input_delay [expr $clk_period * $clk_io_pct] -clock clk0 $non_clock_inputs
set_output_delay [expr $clk_period * $clk_io_pct] -clock clk0 [all_outputs]

==> report_table.html <==
<h3>Flow metrics</h3>
<table>
<tr><th>Metric</th><th>Value</th></tr>
<tr><th colspan="2">Critical path</th></tr>
<tr><td>Logic depth of the worst register-to-register path</td><td>6</td></tr>
<tr><td>Type of the worst setup path</td><td>reg2reg</td></tr>
<tr><td>Arrival time worst endpoint</td><td>~2700 ps</td></tr>
<tr><td>Timing startpoint of the critical path</td><td>jumpCounter[10]</td></tr>
<tr><td>Worst flop-to-flop path startpoint</td><td>jumpCounter[10]</td></tr>
<tr><td>Kind of start point of the critical path</td><td>flip-flop</td></tr>
<tr><td>Register-to-register setup slack</td><td>2780 ps</td></tr>
<tr><td>Req. time, crit path</td><td>approximately 5400 ps</td></tr>
<tr><td>Capturing element type of the critical path</td><td>flip-flop</td></tr>
<tr><td>Critical-path maximum fanout</td><td>31</td></tr>
<tr><td>R2r endpoint</td><td>jumpCounter[7]</td></tr>
<tr><th colspan="2">STA</th></tr>
<tr><td>Final setup TNS</td><td>0 ps</td></tr>
<tr><td>Highest attainable clock frequency</td><td>~410 MHz</td></tr>
<tr><td>Unrepaired setup endpoints after global routing</td><td>false</td></tr>
<tr><td>Final worst clock skew</td><td>4.280 ps</td></tr>
<tr><td>Final Hold Fails</td><td>0</td></tr>
<tr><td>Final setup violation count</td><td>0</td></tr>
<tr><td>Worst-Margin Slew</td><td>around 760 ps</td></tr>
<tr><td>Worst slew slack as a fraction of its limit</td><td>0.4872</td></tr>
<tr><td>Shortest clock period the worst path allows after layout</td><td>approximately 2400 ps</td></tr>
<tr><td>Period utilisation layout</td><td>0.4662</td></tr>
<tr><td>Final count of pins violating max slew</td><td>0</td></tr>
<tr><th colspan="2">Pwr</th></tr>
<tr><td>Worst voltage drop across the vdd grid</td><td>between 150 and 200 uV</td></tr>
<tr><td>Power density normalized to cell area</td><td>slightly above 300 mW/mm^2</td></tr>
<tr><td>Leak Pwr</td><td>approximately 0.63 nW</td></tr>
<tr><th colspan="2">Synthesis</th></tr>
<tr><td>Dominant cell type by area after synthesis</td><td>sky130_fd_sc_hd__dfxtp_1</td></tr>
<tr><td>Most used flip-flop cell</td><td>sky130_fd_sc_hd__dfxtp_1</td></tr>
<tr><td>Most frequent cells after synthesis</td><td>35 x sky130_fd_sc_hd__dfxtp_1, 15 x sky130_fd_sc_hd__a21oi_1, 14 x sky130_fd_sc_hd__nand3_1, 12 x sky130_fd_sc_hd__or3_1</td></tr>
<tr><td>Top cells by area, synth</td><td>sky130_fd_sc_hd__dfxtp_1 43%, sky130_fd_sc_hd__a21oi_1 4.6%, sky130_fd_sc_hd__or3_1 4.6%, sky130_fd_sc_hd__nand3_1 4.3%, sky130_fd_sc_hd__nand4_1 3.5%</td></tr>
<tr><td>Area of the mapped netlist</td><td>0.001619 mm^2</td></tr>
<tr><td>Number of synthesis warnings</td><td>1</td></tr>
<tr><td>Avg Cell Area, Syn</td><td>a little under 9 um^2</td></tr>
<tr><td>Registers, synthesis</td><td>35</td></tr>
<tr><td>Post-synth EDFFs</td><td>0</td></tr>
<tr><td>Proportion of synthesized flip-flops having asynchronous set or reset</td><td>0</td></tr>
<tr><td>Fraction of synthesized cell area taken by the top area cell type</td><td>0.4328</td></tr>
<tr><td>Yosys stat area</td><td>~0.0016 mm^2</td></tr>
<tr><td>Yosys cell count</td><td>approximately 180</td></tr>
<tr><td>Cells after synthesis</td><td>181</td></tr>
<tr><td>Library cell with the highest instance count after synthesis</td><td>sky130_fd_sc_hd__dfxtp_1</td></tr>
<tr><td>Number of different library cells in the post-synthesis netlist</td><td>37</td></tr>
<tr><td>Sequential area share after synthesis</td><td>0.4328</td></tr>
<tr><th colspan="2">Outcome</th></tr>
<tr><td>Outcome</td><td>finished clean</td></tr>
<tr><th colspan="2">Detailed routing</th></tr>
<tr><td>Vias per Instance</td><td>between 4 and 5</td></tr>
<tr><td>DRT iter0 DRCs</td><td>117</td></tr>
<tr><td>Total inserted antenna cells</td><td>0</td></tr>
<tr><td>Vias after detailed routing</td><td>1352</td></tr>
<tr><td>Wire length per cell</td><td>11.73 um</td></tr>
<tr><td>Residual DRC</td><td>0</td></tr>
<tr><td>Total detailed-routing wirelength</td><td>roughly 3300 um</td></tr>
<tr><td>Number of iterations in the first detailed-routing pass</td><td>4</td></tr>
<tr><td>Number of nets still failing antenna checks after routing</td><td>0</td></tr>
<tr><th colspan="2">Clocking</th></tr>
<tr><td>Clock transition at the register clock pins on the worst setup and hold paths after CTS</td><td>70 ps</td></tr>
<tr><td>Root Buffer Master</td><td>sky130_fd_sc_hd__clkbuf_8</td></tr>
<tr><td>Clock Sink Count</td><td>35</td></tr>
<tr><td>TritonCTS clock tree</td><td>done</td></tr>
<tr><td>Number of H-tree levels</td><td>2</td></tr>
<tr><td>Cts-stage hold buffer count</td><td>0</td></tr>
<tr><td>Total setup buffers inserted after CTS</td><td>0</td></tr>
<tr><td>TritonCTS Buffers</td><td>5</td></tr>
<tr><td>Clock buffer depth</td><td>2</td></tr>
<tr><td>Latest clock arrival within the worst-skew pair</td><td>about 290 ps</td></tr>
<tr><td>Cell resize tally after clock tree synthesis</td><td>0</td></tr>
<tr><th colspan="2">Die</th></tr>
<tr><td>Full die area</td><td>between 0.01 and 0.015 mm^2</td></tr>
<tr><td>Core area</td><td>about 0.0073 mm^2</td></tr>
<tr><td>Io pins</td><td>4</td></tr>
<tr><td>Initial cell density of the core</td><td>0.2220</td></tr>
<tr><td>Die x size</td><td>107 um</td></tr>
<tr><td>Number of cell rows</td><td>31</td></tr>
<tr><td>Die span in y</td><td>about 110 um</td></tr>
<tr><th colspan="2">Global routing</th></tr>
<tr><td>Total routing resource utilization after global routing</td><td>0.05826</td></tr>
<tr><td>Number of global-route vias before repair</td><td>about 1200</td></tr>
<tr><td>Remaining global-route overflow</td><td>0</td></tr>
<tr><td>Number of antenna violations at the first check in global routing</td><td>0</td></tr>
<tr><td>GR Layer Usage met3</td><td>0.01516</td></tr>
<tr><td>Wire length of the first global-routing pass</td><td>~5700 um</td></tr>
<tr><td>Fraction of met1 tracks used by global routing</td><td>0.08687</td></tr>
<tr><td>GRT met2 Usage</td><td>0.08341</td></tr>
<tr><td>Maximum number of pins on one net before global-route repair</td><td>32</td></tr>
<tr><td>Grt peak-use layer</td><td>met1</td></tr>
<tr><th colspan="2">Placed design</th></tr>
<tr><td>Tally of buffers added on design ports</td><td>3</td></tr>
<tr><td>Total cell area at the placement stage</td><td>about 0.0017 mm^2</td></tr>
<tr><td>Routability cong.</td><td>between 0.8 and 0.9</td></tr>
<tr><td>HPWL after DPL</td><td>between 2000 and 2500 um</td></tr>
<tr><th colspan="2">Flow run</th></tr>
<tr><td>Number of warnings the tools reported</td><td>25</td></tr>
<tr><td>Number of violations of the max-capacitance limit</td><td>0</td></tr>
<tr><th colspan="2">Min path</th></tr>
<tr><td>Worst hold path startpoint</td><td>jumpCounter[31]</td></tr>
<tr><td>Path class of the lowest-slack min-delay path</td><td>reg2reg</td></tr>
<tr><td>Hold Crit Endpoint</td><td>jumpCounter[31]</td></tr>
<tr><td>Hold path cells</td><td>1</td></tr>
<tr><th colspan="2">Finish</th></tr>
<tr><td>Area added between synthesis and finish</td><td>14.37%</td></tr>
<tr><td>Multi-input gate area in the final layout</td><td>~840 um^2</td></tr>
<tr><td>Sequential cell area</td><td>approximately 700 um^2</td></tr>
<tr><td>Number of inserted filler cells in the final layout</td><td>between 700 and 800</td></tr>
<tr><td>Post-Layout Inst Area</td><td>approximately 0.0019 mm^2</td></tr>
<tr><td>Fraction of layout instances using a drive strength above 1</td><td>0.07650</td></tr>
</table>
[cell usage in the layout (no fill, tap or decap), types with 6 or more instances in the layout]
master	n
sky130_fd_sc_hd__dfxtp_1	35
sky130_fd_sc_hd__nand4_1	9
sky130_fd_sc_hd__a21oi_1	15
sky130_fd_sc_hd__or3_1	12
sky130_fd_sc_hd__nor2_1	6
sky130_fd_sc_hd__o21ai_0	11
sky130_fd_sc_hd__nand3_1	14
sky130_fd_sc_hd__nand2_1	11
sky130_fd_sc_hd__and2_1	8
[stage by stage]
| stage | setup slack (ps) | total power, mW | cells | hold slack [ps] | util |
|---|---|---|---|---|---|
| finish | 2776 | 0.5649 | 282 | 459.4 | 0.2539 |
| CTS | 2776 | 0.5689 | 282 | 460.3 | 0.2539 |
| global placement | 2526 | 0.2762 | 274 | 438.5 | 0.2352 |
| floorplan | 3189 | 0.2746 | 181 | 422.5 | - |
| global route | 2659 | 0.5788 | 282 | 484.0 | 0.2539 |
| detailed placement | 2532 | 0.2763 | 274 | 440.1 | 0.2352 |
[final cells by class]
class                           instances  area share
Inverter                                3    0.006081
Timing Repair Buffer                    4     0.02027
Sequential cell                        35      0.3784
Multi-Input combinational cell        133      0.4547
Tap cell                               99     0.06689
Clock inverter                          3     0.03649
Clock buffer                            5     0.03716
[flip-flops by register name, indices dropped and copies added, names as in the netlist]
register	flops
jumpCounter	32
jumpOffset	1
jumping	1
prevbtn1	1
[worst max-delay path: stages, from the launching register on]
cell and delay (ps):
sky130_fd_sc_hd__dfxtp_1 440, sky130_fd_sc_hd__a2111o_1 410, sky130_fd_sc_hd__a31oi_1 200, sky130_fd_sc_hd__o211ai_2 300, sky130_fd_sc_hd__buf_4 340, sky130_fd_sc_hd__or4_1 520, sky130_fd_sc_hd__a21oi_1 140
[layer usage]
metal | share of wire | vias up
met5 | 0 | -
met4 | 0.017 | 0
met3 | 0.060 | 8
met2 | 0.43 | 34
met1 | 0.50 | 625
li1 | - | 685
[power by group]
| part | total (mW) | leakage, nW | internal, mW | switching (mW) |
|---|---|---|---|---|
| clock network | 0.295 | 0.0644 | 0.191 | 0.104 |
| registers | 0.268 | 0.285 | 0.268 | 0.000168 |
| logic | 0.00165 | 0.284 | 0.00134 | 0.000316 |
[worst max-delay path by stage]
stage                      to  slack, ps  cells after the start
CTS           jumpCounter[17]       2780                      6
finish         jumpCounter[7]       2780                      6
global route  jumpCounter[17]       2660                      6
[kinds of logic (layout without fill, tap and decap cells)]
logic type / after synthesis / in the layout / share of synthesized area
and+or+nand+nor: 85 / 85 / 0.3138
muxes: 5 / 5 / 0.03091
xor gates and xnor gates: 1 / 1 / 0.005411
AOI/OAI and AO/OA: 41 / 41 / 0.1623
DFF: 35 / 35 / 0.4328
adders and majority gates: 1 / 1 / 0.007727
buffers and inverters: 13 / 15 / 0.04713
Power figures rest on the tool's default switching activity, not on a simulated workload.
