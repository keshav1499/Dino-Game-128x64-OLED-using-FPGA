==> design/flow/design.v <==
module screen_driver
#(
  parameter STARTUP_WAIT = 32'd10000000,     
  parameter FRAME_WAIT = 32'd450000  
)
(
  input clk,
  input wire [7:0] patternByte,
  input wire gameon,
  output io_sclk,
  output io_sdin,
  output io_cs,
  output io_dc,
  output io_reset,
  output  wire [9:0] pixelIndex, 
  output  reg [7:0] frameNumber
);
  localparam STATE_INIT_POWER = 3'd0;
  localparam STATE_LOAD_INIT_CMD = 3'd1;
  localparam STATE_SEND = 3'd2;
  localparam STATE_CHECK_FINISHED_INIT = 3'd3;
  localparam STATE_LOAD_DATA = 3'd4;
  localparam STATE_WAIT_FRAME = 3'd5;
  reg [2:0] state = STATE_INIT_POWER;
  reg [31:0] counter = 0;
  reg [31:0] frameWaitCounter = 0;
  reg spiBitPhase = 0;
  reg dc = 1;
  reg sclk = 1;
  reg sdin = 0;
  reg reset = 1;
  reg cs = 0;
  reg [7:0] dataToSend = 0;
  reg [3:0] bitNumber = 0;
  reg [9:0] pixelCounter = 0;
  localparam SETUP_INSTRUCTIONS = 23;
  reg [(SETUP_INSTRUCTIONS*8)-1:0]
 startupCommands = {
    8'hAE, 8'h81, 8'h7F, 8'hA6, 8'h20, 8'h00, 8'hC8, 8'h40,
    8'hA1, 8'hA8, 8'h3F, 8'hD3, 8'h00, 8'hD5, 8'h80, 8'hD9,
    8'h22, 8'hDB, 8'h20, 8'h8D, 8'h14, 8'hA4, 8'hAF
  };
  reg [7:0] commandIndex = SETUP_INSTRUCTIONS * 8;
  assign io_sclk = sclk;
  assign io_sdin = sdin;
  assign io_dc = dc;
  assign io_reset = reset;
  assign io_cs = cs;
  assign pixelIndex = pixelCounter;   
  reg prevGameOn = 1'b0;
  wire gameOn_edge = (prevGameOn == 1'b0) && (gameon == 1'b1);
always @(posedge clk) begin
    case (state)
      STATE_INIT_POWER: begin
        counter <= counter + 1;
        if (counter < STARTUP_WAIT)
          reset <= 1;
        else if (counter < STARTUP_WAIT * 2)
          reset <= 0;
        else if (counter < STARTUP_WAIT * 3)
          reset <= 1;
        else begin
          state <= STATE_LOAD_INIT_CMD;
          counter <= 0;
        end
      end
      STATE_LOAD_INIT_CMD: begin
        dc <= 0;
        dataToSend <= startupCommands[(commandIndex-1)-:8];
        bitNumber <= 7;
        cs <= 0;
        commandIndex <= commandIndex - 8;
        state <= STATE_SEND;
      end
      STATE_SEND: begin
if (spiBitPhase == 0) begin
  sclk <= 0;
  sdin <= dataToSend[bitNumber];
  spiBitPhase <= 1;
end else begin
  sclk <= 1;
  spiBitPhase <= 0;
  if (bitNumber == 0)
    state <= STATE_CHECK_FINISHED_INIT;
  else
    bitNumber <= bitNumber - 1;
end
      end
      STATE_CHECK_FINISHED_INIT: begin
  cs <= 1;
  if (dc == 0) begin  
    if (commandIndex == 0) begin
      frameNumber <= gameOn_edge ? 8'b0: frameNumber + 1 ;
      pixelCounter <= 0;
      state <= STATE_LOAD_DATA;
    end else begin
      state <= STATE_LOAD_INIT_CMD;
    end
  end else begin  
    pixelCounter <= pixelCounter + 1;
    if (pixelCounter < 1023) begin  
      state <= STATE_LOAD_DATA;
    end else begin
      state <= STATE_WAIT_FRAME;
    end
  end
end
     STATE_LOAD_DATA: begin
  if (pixelCounter < 1024) begin
    cs <= 0;
    dc <= 1;
    bitNumber <= 3'd7;
    dataToSend <= patternByte;
    state <= STATE_SEND;
  end else begin
    state <= STATE_WAIT_FRAME;
  end
end
STATE_WAIT_FRAME: begin
  frameWaitCounter <= frameWaitCounter + 1;
  if (frameWaitCounter >= FRAME_WAIT) begin
    frameWaitCounter <= 0;
    frameNumber <= frameNumber + 1;
    pixelCounter <= 0;
    state <= STATE_LOAD_DATA;
  end
end
    endcase
  end
endmodule
==> design/flow/run.sh <==
#!/bin/bash
# OpenROAD 26Q1-2900-gdf79404cd8, Yosys 0.63+post, stock flow scripts
make -C /OpenROAD-flow-scripts/flow DESIGN_CONFIG=/design/flow/config.mk WORK_HOME=/design/flow/orfs finish
==> design/flow/config.mk <==
export PLATFORM = sky130hd
export DESIGN_NAME = screen_driver
export DESIGN_NICKNAME = screen_driver
export VERILOG_FILES = /design/flow/design.v
export SDC_FILE = /design/flow/constraint.sdc
export NUM_CORES = 4
export LEC_CHECK = 1
export CORE_UTILIZATION = 30
==> design/flow/constraint.sdc <==
current_design screen_driver

set clk_period 5.3
set clk_io_pct 0.2

create_clock -name clk0 -period $clk_period [get_ports {clk}]

set non_clock_inputs [all_inputs -no_clocks]
set_input_delay [expr $clk_period * $clk_io_pct] -clock clk0 $non_clock_inputs
set_output_delay [expr $clk_period * $clk_io_pct] -clock clk0 [all_outputs]
==> out/results.tsv <==
stage	metric	value	unit
synthesis	ys_cells	548	
synthesis	seq_area_frac_synth	55.6	%
setup_path	critPathMaxFanout	19	
drt	route.vias.total	4039	
synthesis	ys_sh_simple	19.8	%
run	warnings	27	
cts	postCtsHoldBufs	0	
synthesis	top_logic_kind	simple AND/OR/NAND/NOR gates	
place	hpwl	7.36	mm
timing	slew_headroom	46.6	%
cts	cts_tree	yes	
setup_path	endpoint_kind	register	
timing	finalSetupViolations	0	
min_path	min_path_type	reg2reg	
timing	max_freq	276	MHz
place	io_buffers	32	
power_and_ir_drop	peakVddDrop	329	uV
power_and_ir_drop	p_total	3400	uW
drt	drt-initial-drc-count	244	
power_and_ir_drop	internal-power	2180	uW
power_and_ir_drop	seqPwrFrac	47.2	%
grt	grt_use_total	11.6	%
floorplan	placementRows	50	
drt	finalWirelength	10.8	mm
synthesis	xor_share	9.30	%
cts	clock-root-buffer	clkbuf_16	
synthesis	synth_top_area_share	55.6	%
timing	setup_tns	0	ns
cts	clock-sinks	108	
setup_path	worst-setup-path-type	reg2reg	
cts	ctsResizeCount	0	
synthesis	async_flop_share	0	%
synthesis	synthTopCellsByArea	edfxtp_1 (56%), nor2_1 (6.0%), xnor2_1 (4.7%), xor2_1 (4.7%), nand2_1 (3.0%)	
drt	drc_errors	0	
setup_path	crit_arrival	3.73	ns
cts	cts_setup_buffers	0	
timing	final.period_utilization	68.5	%
cts	path_clk_slew	0.07	ns
cts	clk_latency	0.35	ns
run	drv_cap	0	
drt	drt-vias-per-instance	4.71	
synthesis	ys_sh_adder	1.50	%
synthesis	edf_count	108	
floorplan	coreArea	18900	um^2
synthesis	syn_area_per_cell	10.7	um^2
grt	antenna_found_initial	0	
timing	rsz0062_at_grt	no	
cts	numCtsBuffers	9	
place	placed_cell_area	6490	um^2
power_and_ir_drop	power_frac_comb	33.5	%
timing	tightest_slew	0.801	ns
grt	grt_pass1_vias	3851	
grt	grt_max_degree	34	
setup_path	cp.required	5.40	ns
floorplan	fp.dieW	141	um
power_and_ir_drop	switching_share	35.8	%
setup_path	start_kind	register	
synthesis	yosysWarnings	1	
finish	final_cell_area	6780	um^2
finish	final_cell_mix	edfxtp_1 (108), nor2_1 (93), nand2_1 (46), clkdlybuf4s50_1 (32)	
synthesis	ys_sh_mux	1.16	%
timing	drv_slew	0	
synthesis	ys.flops	108	
power_and_ir_drop	p_clk_share	19.3	%
synthesis	synthDistinctLibCells	64	
grt	grt.overflow.total	0	
synthesis	synth.cell_area	5840	um^2
cts	htreeDepth	3	
synthesis	synth_cells	548	
timing	skew	0.00725	ns
floorplan	dieArea	20000	um^2
floorplan	fp.dieH	141	um
grt	grt_pass1_wl	18.3	mm
finish	drive_above_1_share	6.03	%
floorplan	num_io_pins	33	
synthesis	ys_area	5840	um^2
power_and_ir_drop	switchingPower	1220	uW
power_and_ir_drop	p_leak	0.00229	uW
drt	diodes	0	
drt	ant_nets	0	
drt	dr.pass1.iters	4	
synthesis	ff_type	edfxtp_1	
status	status	finished clean	
drt	wl_per_cell	12.5	um
power_and_ir_drop	power.density	501	nW/um^2
timing	finalHoldViolations	0	
cts	cts_buffer_depth	2	
floorplan	core_util_floorplan	30.9	%
synthesis	synth_area_leader_cell	edfxtp_1	
timing	hold_ws	0.516	ns
finish	area_delta_synth_final	16.1	%
synthesis	ys_sh_aoi	9.26	%
place	gpl.final_weighted_congestion	0.850	
finish	layout_top_cell	edfxtp_1	
timing	min_period	3.63	ns
[Yosys cell counts, types with 4 or more instances]
cell      instances
nand2_1          46
buf_2             4
nand3_1          30
nor3_1           14
ha_1              7
a21oi_1          19
clkbuf_1         15
xor2_1           31
a31oi_1           7
nand4_1          10
and3_1           12
or3_1             6
nand2b_1          5
xnor2_1          31
nor2_1           93
o21ai_0          21
nor4_1            6
edfxtp_1        108
inv_1            19
a22o_1            5
and2_1            4
[metrics by stage]
step | worst slack, ns | cells | utilization [%]
after global routing | 1.40 | 857 | 35.9
after floorplan | 2.06 | 567 | -
final | 1.67 | 857 | 35.9
after global placement | 1.79 | 841 | 34.3
after detailed placement | 1.75 | 841 | 34.3
after CTS | 1.73 | 857 | 35.9
[worst max-delay path, stage by stage (launching register included)]
cell and delay, ns:
edfxtp_1 0.75, clkinv_1 0.43, ha_1 0.78, nand2b_1 0.36, a211oi_2 0.15, o211ai_2 0.36
nor4_2 0.06, a211o_1 0.29, a22o_1 0.19
[power groups by stage]
stage | clock network [uW] | registers (uW) | logic [uW]
4_1_cts | 677 | 1600 | 1140
6_report | 655 | 1600 | 1140
5_1_grt | 709 | 1650 | 1280
[kinds of logic after synthesis]
kind of cell    count (synthesis)
fa+ha+maj                       7
flops                         108
other cells                     1
buf+inv                        45
compound gates                 79
mux                             4
simple gates                  242
xor+xnor                       62
[sequential cells by signal, indices dropped and copies added (netlist names), 3 cells and up]
| name | cells |
|---|---|
| counter | 32 |
| commandIndex | 5 |
| frameWaitCounter | 32 |
| dataToSend | 8 |
| bitNumber | 4 |
| frameNumber | 8 |
| pixelCounter | 10 |
| state | 3 |
[area by class of cell]
class / instances / area, um^2
fill: 1837 / 12100
sequential: 108 / 3240
multi-input combinational: 414 / 2480
timing repair buffer: 37 / 358
tap: 260 / 325
clock buffer: 9 / 225
inverter: 22 / 82.6
clock inverter: 7 / 67.6
[final timing paths]
| path | from | end | slack, ns | depth (start not counted) |
|---|---|---|---|---|
| max | commandIndex[3] | dataToSend[6] | 1.67 | 8 |
| min | spiBitPhase | sclk | 0.52 | 0 |
| max reg2reg | commandIndex[3] | dataToSend[6] | 1.67 | 8 |
| min reg2reg | spiBitPhase | sclk | 0.52 | 0 |
[layer usage]
metal	global-route usage (%)	part of all wire (%)	vias up
met2	17.7	45	73
li1	-	-	2050
met5	0	0	-
met1	18.3	48	1897
met3	1.72	4.2	19
met4	2.72	2.7	0
No activity file was given, so power comes from the tool's default toggle rates.
